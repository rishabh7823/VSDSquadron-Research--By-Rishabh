**./run.sh**
```bash
#!/bin/bash
# OpenROAD 26Q1-2900-gdf79404cd8, Yosys 0.63+post, stock flow scripts
make -C /OpenROAD-flow-scripts/flow DESIGN_CONFIG=/design/flow/config.mk WORK_HOME=/design/flow/orfs finish
```
**./config.mk**
```make
export PLATFORM = sky130hd
export DESIGN_NAME = uart_tx_8n1
export DESIGN_NICKNAME = uart_tx_8n1
export VERILOG_FILES = /design/flow/design.v
export SDC_FILE = /design/flow/constraint.sdc
export NUM_CORES = 4
export LEC_CHECK = 1
export CORE_AREA = 10 10 87 87
export DIE_AREA = 0 0 97 97
```
**./constraint.sdc**
```tcl
current_design uart_tx_8n1

set clk_period 3.4
set clk_io_pct 0.2

create_clock -name clk0 -period $clk_period [get_ports {clk}]

set non_clock_inputs [all_inputs -no_clocks]
set_input_delay [expr $clk_period * $clk_io_pct] -clock clk0 $non_clock_inputs
set_output_delay [expr $clk_period * $clk_io_pct] -clock clk0 [all_outputs]
```
**./design.v**
```verilog
module uart_tx_8n1 (
    clk,         
    txbyte,      
    senddata,    
    txdone,      
    tx,          
    );
    input clk;
    input[7:0] txbyte;
    input senddata;
    output txdone;
    output tx;
    parameter STATE_IDLE=8'd0;
    parameter STATE_STARTTX=8'd1;
    parameter STATE_TXING=8'd2;
    parameter STATE_TXDONE=8'd3;
    reg[7:0] state=8'b0;
    reg[7:0] buf_tx=8'b0;
    reg[7:0] bits_sent=8'b0;
    reg txbit=1'b1;
    reg txdone=1'b0;
    assign tx=txbit;
    always @ (posedge clk) begin
        if (senddata == 1 && state == STATE_IDLE) begin
            state <= STATE_STARTTX;
            buf_tx <= txbyte;
            txdone <= 1'b0;
        end else if (state == STATE_IDLE) begin
            txbit <= 1'b1;
            txdone <= 1'b0;
        end
        if (state == STATE_STARTTX) begin
            txbit <= 1'b0;
            state <= STATE_TXING;
        end
        if (state == STATE_TXING && bits_sent < 8'd8) begin
            txbit <= buf_tx[0];
            buf_tx <= buf_tx>>1;
            bits_sent = bits_sent + 1;
        end else if (state == STATE_TXING) begin
            txbit <= 1'b1;
            bits_sent <= 8'b0;
            state <= STATE_TXDONE;
        end
        if (state == STATE_TXDONE) begin
            txdone <= 1'b1;
            state <= STATE_IDLE;
        end
    end
endmodule
module top (
  output wire led_red  ,  
  output wire led_blue ,  
  output wire led_green ,  
  output wire uarttx ,  
  input wire uartrx ,  
  input wire  hw_clk
);
  wire        int_osc            ;
  reg  [27:0] frequency_counter_i;
    reg clk_9600 = 0;
    reg [31:0] cntr_9600 = 32'b0;
    parameter period_9600 = 625;
uart_tx_8n1 DanUART (.clk (clk_9600), .txbyte("D"), .senddata(frequency_counter_i[24]), .tx(uarttx));
  SB_HFOSC #(.CLKHF_DIV ("0b10")) u_SB_HFOSC ( .CLKHFPU(1'b1), .CLKHFEN(1'b1), .CLKHF(int_osc));
  always @(posedge int_osc) begin
    frequency_counter_i <= frequency_counter_i + 1'b1;
        cntr_9600 <= cntr_9600 + 1;
        if (cntr_9600 == period_9600) begin
            clk_9600 <= ~clk_9600;
            cntr_9600 <= 32'b0;
        end
  end
  SB_RGBA_DRV RGB_DRIVER (
    .RGBLEDEN(1'b1                                            ),
    .RGB0PWM (uartrx),
    .RGB1PWM (uartrx),
    .RGB2PWM (uartrx),
    .CURREN  (1'b1                                            ),
    .RGB0    (led_green                                       ),  
    .RGB1    (led_blue                                        ),
    .RGB2    (led_red                                         )
  );
  defparam RGB_DRIVER.RGB0_CURRENT = "0b000001";
  defparam RGB_DRIVER.RGB1_CURRENT = "0b000001";
  defparam RGB_DRIVER.RGB2_CURRENT = "0b000001";
endmodule
```
==> Slide: Implementation Results <==
Implementation Results

Clock tree
  – CTS resizes: 0
  – Clock latency (worst-skew pair): 0.26 ns
  – Clk root buf: clkbuf_8
  – Clock Tree Buf Depth: 2
  – CTS tree: done
  – Clk pin slew, worst setup/hold paths: 0.08 ns
  – CTS buffer count: 3
  – Post-CTS Setup Inserts: 0
  – CTS Hold Bufs: 0
  – CTS Sinks: 26
  – CTS H-Tree Depth: 1

Die
  – Die Wd: 97 um
  – Row count: 27
  – Io pins: 12
  – Die Y: between 90 and 100 um
  – Core ar.: 5640 sq um
  – Die area: 9410 sq um
  – Initial Util: 18.3%

Synth
  – Post-Syn Instances: 82
  – Synth Area in Simple Gates: between 10 and 15%
  – Warnings from Yosys: 1
  – Adder Area Share: 1.21%
  – Ys flops: 26
  – Distinct cells, synth: 22
  – Mux area share: 7.64%
  – Post-synthesis sequential area ratio: 65.9%
  – Area fraction in compound gates: roughly 4.2%
  – Synthesis area per yosys: 1030 sq um
  – Top comb family, area: simple AND/OR/NAND/NOR gates
  – Yosys cell count: 82
  – Synth Area per Inst: between 10 and 15 sq um
  – Yosys xor share: 2.55%
  – Synth Cell Area: 1030 sq um

Run
  – Max Cap Viol: 0
  – OpenROAD warning count: 25

Setup path
  – Worst reg-to-reg path cell count: 4
  – Worst Path Max Fanout: 7
  – Required time worst endpoint: between 3 and 4 ns
  – WP data arrival: approximately 2.1 ns
  – CP Launch Point: senddata
  – Worst R2R Setup Slack: 1.35 ns
  – Reg-to-Reg End: buf_tx[5]
  – CP Launch Type: primary input
  – CP endpoint: buf_tx[2]
  – Reg2reg start: state[4]
  – Endpoint class of the critical path: register
  – Crit Path Class: in2reg

Route
  – Post-Route WL: roughly 1.5 mm
  – Final ANT Viol Nets: 0
  – Routed vias/inst: 3.63
  – # DRC: 0
  – Antenna diodes: 0
  – DR pass1 iterations: 4
  – Vias post-DR: 591
  – Initial DRC Count: 33
  – Drt wl/cell: roughly 9.5 um

Final timing
  – Slew margin rel.: 55.9%
  – Worst-Margin Slew: 0.658 ns
  – Post-route minimum period: 2.16 ns
  – Max Fclk: between 0.4 and 0.5 GHz
  – Cycle use final: 63.5%
  – Final setup fails: 0
  – Layout Skew: 0.00387 ns
  – Setup_tns: 0 ns
  – RSZ-0062 raised after global routing: false
  – Fin. Hold Viols: 0
  – Max Slew Vio Count: 0

Placement
  – Routability cong.: approximately 0.83
  – PortBufs: 11
  – HPWL Detailed: 1.17 mm
  – Placed Cells: 159

Run status
  – Outcome: finished clean

Global routing
  – Global-route wire length before repair: 2.63 mm
  – Largest net degree at the start of global routing: 15
  – GRT Util Overall: 3.29%
  – Initial antenna violation count: 0
  – Vias in the first global route: 580
  – Gr ovfl total: 0

Pwr
  – VDD IR max: 0.192 mV
  – Pwr dens: 423 nW/um^2
  – Static Leak: 0.390 nW

Final layout
  – Number of fill cells in the layout: 577
  – Area Growth Syn to Fin: 21.6%
  – Final Util: 22.2%
  – Logic area: around 330 sq um
  – Layout cells sized above 1: 12.1%
  – Non-filler cells, final: 163
  – FF+latch area: just under 700 sq um

Hold path
  – Worst hold-check path type: reg2reg
[state kept, by name, indices dropped and copies added, names as in the netlist]
name	count
txdone	1
txbit	1
state	8
bits_sent	8
buf_tx	8
[stage by stage]
step | area [sq um] | power, mW | worst slack [ns] | hold slack, ns
CTS | 1250 | 0.535 | 1.27 | 0.355
global placement | 1210 | 0.371 | 1.01 | 0.340
floorplan | 1040 | 0.359 | 1.67 | 0.406
finish | 1250 | 0.531 | 1.24 | 0.354
detailed placement | 1210 | 0.371 | 0.985 | 0.341
global route | 1250 | 0.555 | 1.14 | 0.359
[power by group]
part | switching [mW] | leakage (nW) | total, mW | internal (mW)
registers | 0.00264 | 0.218 | 0.342 | 0.339
logic | 0.00709 | 0.149 | 0.0216 | 0.0145
clock network | 0.0843 | 0.0228 | 0.168 | 0.0835
[cell usage after synthesis]
library cell / n / area [sq um]
nor2_1: 5 / 18.8
nand2_1: 7 / 26.3
a31oi_1: 1 / 6.26
o21ai_0: 4 / 20.0
o211ai_1: 1 / 7.51
dfxtp_1: 10 / 200
nor4_1: 4 / 25.0
clkbuf_1: 9 / 33.8
a311o_1: 1 / 10.0
nor3_4: 1 / 16.3
nand2b_1: 1 / 6.26
conb_1: 1 / 3.75
xor2_1: 1 / 8.76
mux2_2: 7 / 78.8
nand3_1: 2 / 10.0
nor3b_1: 2 / 15.0
and2_1: 2 / 12.5
xnor2_1: 2 / 17.5
nor2b_1: 2 / 12.5
edfxtp_1: 16 / 480
nor3_1: 2 / 10.0
ha_1: 1 / 12.5
[layout make-up]
type	instances	area share, %
multi-input cells	50	26.2
flip-flops and latches	26	54.2
repair buffers	11	8.77
clock buffers	4	3.59
well taps	72	7.18
[layer usage]
metal / track usage, % / routed length (um) / up-vias
met1: 4.26 / 794 / 268
met5: 0 / 0 / -
met2: 4.91 / 639 / 14
met3: 1.72 / 92 / 2
met4: 0.451 / 20 / 0
li1: - / - / 307
[logic make-up (layout without fill, tap and decap cells)]
logic type | count (synthesis) | after routing
buffers and inverters | 9 | 15
xor gates and xnor gates | 3 | 3
muxes | 7 | 7
AOI/OAI and AO/OA | 7 | 7
DFF | 26 | 26
and+or+nand+nor | 28 | 28
adders and majority gates | 1 | 1
other | 1 | 4
[worst max-delay path, cell delays in order]
cell and delay [ns]:
clkdlybuf4s50_1 0.47, nor3b_1 0.36, a31oi_1 0.10, nor2_1 0.45
[placed cells by master, fill, tap and decap left out, types with 2 or more instances in the layout]
cell type / synthesis / final
conb_1: 1 / 4
nor2b_1: 2 / 2
nand3_1: 2 / 2
nor4_1: 4 / 4
edfxtp_1: 16 / 16
mux2_2: 7 / 7
nor2_1: 5 / 5
dfxtp_1: 10 / 10
nor3b_1: 2 / 2
nor3_1: 2 / 2
clkdlybuf4s50_1: 0 / 11
xnor2_1: 2 / 2
clkbuf_8: 0 / 3
o21ai_0: 4 / 4
and2_1: 2 / 2
nand2_1: 7 / 7
[worst min-delay path by stage]
stage | start | end | slack, ns | depth (start not counted)
after CTS | state[3] | state[3] | 0.36 | 0
after global routing | state[3] | state[3] | 0.36 | 0
final | state[7] | state[7] | 0.35 | 0
Power is estimated from default activity; no workload was simulated.
